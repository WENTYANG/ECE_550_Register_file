## /design/flow/config.mk

```make
export PLATFORM = sky130hd
export DESIGN_NAME = regfile
export DESIGN_NICKNAME = regfile
export VERILOG_FILES = /design/flow/design.v
export SDC_FILE = /design/flow/constraint.sdc
export NUM_CORES = 4
export LEC_CHECK = 1
export CORE_UTILIZATION = 40
```

## /design/flow/design.v

```verilog
module decoder_5bits(out, sel, en);
	output [31:0] out;
	input [4:0] sel;
	input en;
	wire [4:0]nsel;
not n0 (nsel[0], sel[0]);
not n1 (nsel[1], sel[1]);
not n2 (nsel[2], sel[2]);
not n3 (nsel[3], sel[3]);
not n4 (nsel[4], sel[4]);
and_5bits out0(out[0], nsel[4], nsel[3], nsel[2], nsel[1], nsel[0],en);
and_5bits out1(out[1], nsel[4], nsel[3], nsel[2], nsel[1], sel[0],en);
and_5bits out2(out[2], nsel[4], nsel[3], nsel[2], sel[1], nsel[0],en);
and_5bits out3(out[3], nsel[4], nsel[3], nsel[2], sel[1], sel[0],en);
and_5bits out4(out[4], nsel[4], nsel[3], sel[2], nsel[1], nsel[0],en);
and_5bits out5(out[5], nsel[4], nsel[3], sel[2], nsel[1], sel[0],en);
and_5bits out6(out[6], nsel[4], nsel[3], sel[2], sel[1], nsel[0],en);
and_5bits out7(out[7], nsel[4], nsel[3], sel[2], sel[1], sel[0],en);
and_5bits out8(out[8], nsel[4], sel[3], nsel[2], nsel[1], nsel[0],en);
and_5bits out9(out[9], nsel[4], sel[3], nsel[2], nsel[1], sel[0],en);
and_5bits out10(out[10], nsel[4], sel[3], nsel[2], sel[1], nsel[0],en);
and_5bits out11(out[11], nsel[4], sel[3], nsel[2], sel[1], sel[0],en);
and_5bits out12(out[12], nsel[4], sel[3], sel[2], nsel[1], nsel[0],en);
and_5bits out13(out[13], nsel[4], sel[3], sel[2], nsel[1], sel[0],en);
and_5bits out14(out[14], nsel[4], sel[3], sel[2], sel[1], nsel[0],en);
and_5bits out15(out[15], nsel[4], sel[3], sel[2], sel[1], sel[0],en);
and_5bits out16(out[16], sel[4], nsel[3], nsel[2], nsel[1], nsel[0],en);
and_5bits out17(out[17], sel[4], nsel[3], nsel[2], nsel[1], sel[0],en);
and_5bits out18(out[18], sel[4], nsel[3], nsel[2], sel[1], nsel[0],en);
and_5bits out19(out[19], sel[4], nsel[3], nsel[2], sel[1], sel[0],en);
and_5bits out20(out[20], sel[4], nsel[3], sel[2], nsel[1], nsel[0],en);
and_5bits out21(out[21], sel[4], nsel[3], sel[2], nsel[1], sel[0],en);
and_5bits out22(out[22], sel[4], nsel[3], sel[2], sel[1], nsel[0],en);
and_5bits out23(out[23], sel[4], nsel[3], sel[2], sel[1], sel[0],en);
and_5bits out24(out[24], sel[4], sel[3], nsel[2], nsel[1], nsel[0],en);
and_5bits out25(out[25], sel[4], sel[3], nsel[2], nsel[1], sel[0],en);
and_5bits out26(out[26], sel[4], sel[3], nsel[2], sel[1], nsel[0],en);
and_5bits out27(out[27], sel[4], sel[3], nsel[2], sel[1], sel[0],en);
and_5bits out28(out[28], sel[4], sel[3], sel[2], nsel[1], nsel[0],en);
and_5bits out29(out[29], sel[4], sel[3], sel[2], nsel[1], sel[0],en);
and_5bits out30(out[30], sel[4], sel[3], sel[2], sel[1], nsel[0],en);
and_5bits out31(out[31], sel[4], sel[3], sel[2], sel[1], sel[0],en);
endmodule
module and_5bits(o, a, b, c, d, e, en);
output o;
input a, b, c, d, e, en;
wire w0,w1,w2,w3;
and a0(w0, a, b);
and a1(w1, w0, c);
and a2(w2, w1, d);
and a3(w3, w2, e);
and a4(o, w3, en);
endmodule
module regfile (
    clock,
    ctrl_writeEnable,
    ctrl_reset, ctrl_writeReg,
    ctrl_readRegA, ctrl_readRegB, data_writeReg,
    data_readRegA, data_readRegB
);
   input clock, ctrl_writeEnable, ctrl_reset;
   input [4:0] ctrl_writeReg, ctrl_readRegA, ctrl_readRegB;
   input [31:0] data_writeReg;
   output [31:0] data_readRegA, data_readRegB;
	wire [31:0] dec_writeReg;
	decoder_5bits dec0(dec_writeReg, ctrl_writeReg, ctrl_writeEnable);
	wire[31:0] writereg_out[31:0];
	genvar i;
   generate
		for (i = 0; i < 32; i = i + 1) 
			begin:register_writing
				register_32bits reg_n(writereg_out[i], data_writeReg, clock, dec_writeReg[i], ctrl_reset);
			end
   endgenerate
	tristate_buffer t0(data_readRegA, ctrl_readRegA, writereg_out[0], writereg_out[1],writereg_out[2],
	writereg_out[3],writereg_out[4],writereg_out[5],writereg_out[6],writereg_out[7],writereg_out[8],writereg_out[9],
	writereg_out[10],writereg_out[11],writereg_out[12],writereg_out[13],writereg_out[14],writereg_out[15],
	writereg_out[16],writereg_out[17],writereg_out[18],writereg_out[19],writereg_out[20],writereg_out[21],
	writereg_out[22],writereg_out[23],writereg_out[24],writereg_out[25],writereg_out[26],writereg_out[27],
	writereg_out[28],writereg_out[29],writereg_out[30],writereg_out[31] );
	tristate_buffer t1(data_readRegB, ctrl_readRegB, writereg_out[0], writereg_out[1],writereg_out[2],
	writereg_out[3],writereg_out[4],writereg_out[5],writereg_out[6],writereg_out[7],writereg_out[8],writereg_out[9],
	writereg_out[10],writereg_out[11],writereg_out[12],writereg_out[13],writereg_out[14],writereg_out[15],
	writereg_out[16],writereg_out[17],writereg_out[18],writereg_out[19],writereg_out[20],writereg_out[21],
	writereg_out[22],writereg_out[23],writereg_out[24],writereg_out[25],writereg_out[26],writereg_out[27],
	writereg_out[28],writereg_out[29],writereg_out[30],writereg_out[31] );
endmodule
module register_32bits(q, d, clk, en, reset);
	input [31:0] d;
	input clk, en, reset;
  	output reg [31:0] q;
  	initial
     	begin
       	     q = 32'h00000000;
        end
	always @(posedge clk or posedge reset) begin
     	     if (reset) begin
                  q <= 32'h00000000;
     	     end
     	     else if (en) begin
                  q <= d;
     	     end
        end
endmodule
module tristate_buffer( 
output [31:0]buffer, 
input [4:0]ctrl_readReg,
input [31:0] writereg_out0, writereg_out1,writereg_out2,writereg_out3,writereg_out4,
writereg_out5,writereg_out6,writereg_out7,writereg_out8,writereg_out9,writereg_out10,
writereg_out11,writereg_out12,writereg_out13,writereg_out14,writereg_out15,writereg_out16,
writereg_out17,writereg_out18,writereg_out19,writereg_out20,writereg_out21,writereg_out22,
writereg_out23,writereg_out24,writereg_out25,writereg_out26,writereg_out27,writereg_out28,
writereg_out29,writereg_out30,writereg_out31 );
wire[31:0] buffer_in[31:0];
wire [31:0] dec_readReg;
	decoder_5bits dec1(dec_readReg, ctrl_readReg, 1'b1);
assign buffer_in[0] = dec_readReg[0] ? writereg_out0 : 1'bz;
assign buffer_in[1] = dec_readReg[1] ? writereg_out1 : 1'bz;
assign buffer_in[2] = dec_readReg[2] ? writereg_out2 : 1'bz;
assign buffer_in[3] = dec_readReg[3] ? writereg_out3 : 1'bz;
assign buffer_in[4] = dec_readReg[4] ? writereg_out4 : 1'bz;
assign buffer_in[5] = dec_readReg[5] ? writereg_out5 : 1'bz;
assign buffer_in[6] = dec_readReg[6] ? writereg_out6 : 1'bz;
assign buffer_in[7] = dec_readReg[7] ? writereg_out7 : 1'bz;
assign buffer_in[8] = dec_readReg[8] ? writereg_out8 : 1'bz;
assign buffer_in[9] = dec_readReg[9] ? writereg_out9 : 1'bz;
assign buffer_in[10] = dec_readReg[10] ? writereg_out10 : 1'bz;
assign buffer_in[11] = dec_readReg[11] ? writereg_out11 : 1'bz;
assign buffer_in[12] = dec_readReg[12] ? writereg_out12 : 1'bz;
assign buffer_in[13] = dec_readReg[13] ? writereg_out13 : 1'bz;
assign buffer_in[14] = dec_readReg[14] ? writereg_out14 : 1'bz;
assign buffer_in[15] = dec_readReg[15] ? writereg_out15 : 1'bz;
assign buffer_in[16] = dec_readReg[16] ? writereg_out16 : 1'bz;
assign buffer_in[17] = dec_readReg[17] ? writereg_out17 : 1'bz;
assign buffer_in[18] = dec_readReg[18] ? writereg_out18 : 1'bz;
assign buffer_in[19] = dec_readReg[19] ? writereg_out19 : 1'bz;
assign buffer_in[20] = dec_readReg[20] ? writereg_out20 : 1'bz;
assign buffer_in[21] = dec_readReg[21] ? writereg_out21 : 1'bz;
assign buffer_in[22] = dec_readReg[22] ? writereg_out22 : 1'bz;
assign buffer_in[23] = dec_readReg[23] ? writereg_out23 : 1'bz;
assign buffer_in[24] = dec_readReg[24] ? writereg_out24 : 1'bz;
assign buffer_in[25] = dec_readReg[25] ? writereg_out25 : 1'bz;
assign buffer_in[26] = dec_readReg[26] ? writereg_out26 : 1'bz;
assign buffer_in[27] = dec_readReg[27] ? writereg_out27 : 1'bz;
assign buffer_in[28] = dec_readReg[28] ? writereg_out28 : 1'bz;
assign buffer_in[29] = dec_readReg[29] ? writereg_out29 : 1'bz;
assign buffer_in[30] = dec_readReg[30] ? writereg_out30 : 1'bz;
assign buffer_in[31] = dec_readReg[31] ? writereg_out31 : 1'bz;
assign buffer = buffer_in[ctrl_readReg];
endmodule
```

## /design/flow/constraint.sdc

```tcl
current_design regfile

set clk_period 10.8
set clk_io_pct 0.2

create_clock -name clk0 -period $clk_period [get_ports {clock}]

set non_clock_inputs [all_inputs -no_clocks]
set_input_delay [expr $clk_period * $clk_io_pct] -clock clk0 $non_clock_inputs
set_output_delay [expr $clk_period * $clk_io_pct] -clock clk0 [all_outputs]
```

## /design/flow/run.sh

```bash
#!/bin/bash
# OpenROAD 26Q1-2900-gdf79404cd8, Yosys 0.63+post, stock flow scripts
make -C /OpenROAD-flow-scripts/flow DESIGN_CONFIG=/design/flow/config.mk WORK_HOME=/design/flow/orfs finish
```

==> Slide: Implementation Results <==
Physical Implementation Snapshot

Run status
  – Status: completed

Clock tree
  – PostCTS Resize Cnt: 0
  – Post-CTS setup buffer count: 0
  – CTS tree: built
  – Clock Path Buffers: 3
  – H-tree depth: 3
  – CTS root buf: clkbuf_16
  – Clock sinks: 1024
  – Reg clk slew, reported paths: approximately 0.060 ns
  – Number of buffers created by CTS: 109
  – Cts hold-fix bufs: 0
  – Insertion Delay late pin: 0.71 ns

Detailed routing
  – Via count: 43.5k
  – Final WL: about 250000 µm
  – Initial detailed-routing violation count: 5439
  – Post-DR vias/cell: 7.13
  – Post-DRT Antenna Nets: 0
  – Drt wl/cell: between 40 and 50 µm
  – DRC viols: 0
  – DRT Pass-1 Iters: 9

Setup path
  – Crit path kind: primary input to output port
  – R2R Setup Slk: just under 10 ns
  – CP max stage cell: clkdlybuf4s50_1
  – CP max stage delay: 0.76 ns
  – CP Capture Type: output port
  – Worst path cell trace: clkdlybuf4s50_1 > buf_4 > nand2b_1 > buf_4 > nor2_4 > buf_4 > a22oi_1 > nand4_1 > nor2_1 > a21oi_1 > clkdlybuf4s50_1
  – Crit path DRT: 8.64 ns
  – Largest fanout on the critical path: 21
  – Crit-path most repeated cell: buf_4
  – Setup crit start kind: primary input
  – Worst Path Arrival: 6.48 ns

Global route
  – Largest net degree at the start of global routing: 121
  – Tot GR Track Use: 41.0%
  – Initial antenna violation count: 3
  – Remaining global-route overflow: 0
  – First-pass GRT wire length: 347000 µm
  – Vias in the first global route: between 40k and 50k

STA
  – Tcrit/Tclk final: around 80%
  – Max-slew violations: 0
  – Final min period: 8.64 ns
  – Final tally of hold violations: 0
  – Slew headroom: approximately 33%
  – Max Clk Rate: 0.116 GHz
  – RSZ-0062 raised after global routing: false
  – Final setup viols: 0
  – Worst clock skew: 0 ns
  – Least-Margin Pin Slew: around 1 ns

Logic synthesis
  – Most instantiated cells after synthesis: dfrtp_1, mux2_2, a22oi_1
  – Mapped cell area: about 51000 µm²
  – # Cells Yosys: 4345
  – Top-count cell post-synth: dfrtp_1
  – Warnings from Yosys: 35
  – Ys async rst share: ~100%
  – Yosys Chip Area: roughly 51000 µm²
  – Commonest flop: dfrtp_1
  – Top cells by area: dfrtp_1, mux2_2, a22oi_1
  – Area share, top type: 50.5%
  – Leading area contributor after synthesis: dfrtp_1
  – Count of library flops with an enable pin: 0
  – Distinct lib cells: 56
  – Registers, synthesis: 1024
  – Syn avg cell area: 11.7 µm²
  – Synth Seq Share: 50.5%
  – Mapped Cells: between 4k and 5k

Floorplan
  – Die W: 358 µm
  – Core area: 126000 µm²
  – Num ports: around 110
  – Pre-Place Util: between 40% and 50%
  – Core Rows: approximately 130
  – Die height: 358 µm
  – Chip area: 128000 µm²

Final layout
  – Util after Layout: 46.4%
  – Largest regs: register_writing.reg_n.q (1024)
  – Fillers: 11.2k
  – Share of cells above drive strength 1: 34.1%
  – Largest register FFs: 1024
  – Reg with most FFs: register_writing.reg_n.q
  – Synth-to-layout area growth: 15.1%

Pwr
  – PwrDens: around 190 nW/µm²
  – Worst IR Drop VDD: 0.149 mV
  – Reg power frac: 48.2%
  – P_int: 7.94 mW
  – Logic pwr share: a little over an eighth
  – Total power: 11.0 mW
  – Clock power share: 38.4%
  – Switching portion of total power: 28.0%
  – P_sw: 3.09 mW
  – Leakage: 25.6 nW

Run
  – OpenROAD warning count: 33
  – Max cap viols: 0

Placement
  – GPL Wtd Cong: 1.06
  – PortBufs: roughly 110
  – Post-DP HPWL: 148000 µm

Hold path
  – Hold/Removal Path Class: flip-flop to flip-flop
-- cells by family (layout without fill, tap and decap cells) --
logic type	count (synthesis)	in the layout	synth area share (%)
simple gates	768	768	7.15
mux	1041	1041	23.1
flops	1024	1024	50.5
buf+inv	433	529	3.57
compound gates	1079	1079	15.7
other cells	0	4	0
-- layout by cell type (no fill, tap or decap), types with 20 or more instances in the layout --
master / Yosys / layout
a21oi_1: 91 / 91
a22o_1: 25 / 25
a22oi_1: 855 / 855
buf_4: 14 / 202
bufinv_16: 0 / 22
clkbuf_16: 0 / 113
clkbuf_8: 0 / 20
clkdlybuf4s50_1: 0 / 109
dfrtp_1: 1024 / 1024
mux2_2: 1016 / 1016
nand2_1: 301 / 288
nand3_1: 41 / 37
nand4_1: 80 / 80
nor2_1: 151 / 80
nor2_4: 0 / 75
nor3_1: 64 / 63
nor4_1: 43 / 43
-- critical path, delay by kind of cell --
family          cells  cell delay, ns
compound gates      2            0.66
buf+inv             5            2.59
simple gates        4            1.02
-- metrics by stage --
| step | setup WS (ns) | cells | hold WS [ns] | cell area (µm²) | setup TNS, ns |
|---|---|---|---|---|---|
| final | 2.16 | 6095 | 0.536 | 58400 | 0 |
| after global routing | 2.26 | 6091 | 0.548 | 58400 | 0 |
| after CTS | 2.44 | 6091 | 0.534 | 58400 | 0 |
| after detailed placement | 2.44 | 5890 | 0.520 | 54400 | 0 |
| after global placement | 2.43 | 5890 | 0.511 | 54400 | 0 |
| after floorplan | -5.47 | 4345 | 0.487 | 50700 | -5605.31 |
-- area by class of cell --
class | instances | area (µm²) | area share, %
diodes | 4 | 10.0 | 0.0171
clock buffers | 151 | 3170 | 5.43
clock inverters | 50 | 850 | 1.46
inverters | 11 | 45.0 | 0.0771
multi-input cells | 2888 | 24000 | 41.0
flip-flops and latches | 1024 | 25600 | 43.9
well taps | 1650 | 2060 | 3.54
repair buffers | 317 | 2670 | 4.57
-- worst paths after layout --
check	startpoint	endpoint	depth (start not counted)
worst max-delay path	ctrl_readRegB[3]	data_readRegB[30]	11
worst min-delay path	register_writing[22].reg_n.q[30]	register_writing[22].reg_n.q[30]	1
worst max register to register	register_writing[24].reg_n.q[24]	register_writing[24].reg_n.q[24]	1
worst min register to register	register_writing[22].reg_n.q[30]	register_writing[22].reg_n.q[30]	1
max in group asynchronous	ctrl_reset	register_writing[23].reg_n.q[22]	5
min in group asynchronous	ctrl_reset	register_writing[1].reg_n.q[14]	2
-- per-layer routing --
layer | global-route usage (%) | vias up | wire length, µm
met1 | 52.5 | 21900 | 88600
li1 | - | 16600 | -
met2 | 53.5 | 3767 | 98800
met3 | 26.0 | 1207 | 44000
met4 | 21.3 | 12 | 18900
met5 | 2.78 | - | 421
-- power by group through the flow --
stage / Combinational [mW] / Sequential [mW] / Clock, mW
finish: 1.48 / 5.32 / 4.23
global route: 1.58 / 5.39 / 4.39
CTS: 1.46 / 5.29 / 4.26
Power and IR drop assume default switching activity.
